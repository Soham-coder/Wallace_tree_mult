$ cat ./constraint.sdc
current_design product_gen

set clk_period 1.3
set clk_io_pct 0.2

create_clock -name clk0 -period $clk_period [get_ports {clk}]

set non_clock_inputs [all_inputs -no_clocks]
set_input_delay [expr $clk_period * $clk_io_pct] -clock clk0 $non_clock_inputs
set_output_delay [expr $clk_period * $clk_io_pct] -clock clk0 [all_outputs]
$ cat ./design.v
module product_gen
#(
parameter WORD_SIZE=29
)
(
  input wire clk,
  output reg[2*WORD_SIZE-1:0] sum1,
  input wire[WORD_SIZE-1:0] min,
  input wire[WORD_SIZE-1:0]q
);
  wire[2*WORD_SIZE-1:0] sum;
  wire [WORD_SIZE-1:0] temp[WORD_SIZE:1];
  wire [WORD_SIZE-1:0] ptemp[WORD_SIZE-1:1];
  row_gen #(.WORD_SIZE(WORD_SIZE)) r_first (clk,ptemp[1], temp[1], sum[0], min, {WORD_SIZE{1'b0}}, q[0]);
  genvar c;
  generate 
    for(c=2;c<=WORD_SIZE-1;c++) begin:row_inst
      row_gen #(.WORD_SIZE(WORD_SIZE)) r_intermediate (clk, ptemp[c], temp[c], sum[c-1], temp[c-1], ptemp[c-1], q[c-1]);
    end
  endgenerate
  row_gen #(.WORD_SIZE(WORD_SIZE)) r_last (clk,sum[2*WORD_SIZE-1:WORD_SIZE], temp[WORD_SIZE], sum[WORD_SIZE-1], temp[WORD_SIZE-1], ptemp[WORD_SIZE-1], q[WORD_SIZE-1]);
always@(posedge clk)
begin
  sum1<=sum;
end
endmodule
module row_gen
#(
parameter WORD_SIZE = 29
)
(
input wire clk,
output reg[WORD_SIZE-1:0] ppo1,
output reg[WORD_SIZE-1:0] mout1,
output reg sum1,
input wire[WORD_SIZE-1:0] min,
input wire[WORD_SIZE-1:0] ppi,
input wire q
);
wire[28:0] ppo;
wire[28:0] mout;
wire sum;
wire c[WORD_SIZE-1:1];
block b_first (clk,sum,c[1],mout[0],min[0],ppi[0],q,1'b0);
genvar d;
  generate 
    for(d=2;d<=WORD_SIZE-1;d++) begin:block_inst
      block  b_intermediate (clk, ppo[d-2], c[d], mout[d-1], min[d-1], ppi[d-1], q, c[d-1]);
    end
endgenerate
block b_last (clk,ppo[WORD_SIZE-2], ppo[WORD_SIZE-1], mout[WORD_SIZE-1], min[WORD_SIZE-1], ppi[WORD_SIZE-1], q, c[WORD_SIZE-1]);
always@(posedge clk)
begin
  ppo1<=ppo;
  mout1<=mout;
  sum1<=sum;
end
endmodule
module block(
input wire clk,
output reg ppo1,  
output reg cout1,  
output reg mout1,  
input wire min,  
input wire ppi,  
input wire q,  
input wire cin  
);
wire ppo;
wire cout;
wire mout;
wire temp;
and(temp,min,q);
full_adder FA(clk,ppo,cout,ppi,temp,cin);
or(mout,min,1'b0);
always@(posedge clk)
begin
  ppo1<=ppo;
  cout1<=cout;
  mout1<=mout; 
end
endmodule
module full_adder(
input wire clk,
output reg sum1,
output reg cout1,
input wire in1,
input wire in2,
input wire cin
);
wire sum;
wire cout;
wire temp1;
wire temp2;
wire temp3;
xor(sum,in1,in2,cin);
and(temp1,in1,in2);
and(temp2,in1,cin);
and(temp3,in2,cin);
or(cout,temp1,temp2,temp3);
always@(posedge clk)
begin
  sum1<=sum;
  cout1<=cout;
end
endmodule
$ cat ./run.sh
#!/bin/bash
# OpenROAD 26Q1-2900-gdf79404cd8, Yosys 0.63+post, stock flow scripts
make -C /OpenROAD-flow-scripts/flow DESIGN_CONFIG=/design/flow/config.mk WORK_HOME=/design/flow/orfs finish
$ cat ./config.mk
export PLATFORM = sky130hd
export DESIGN_NAME = product_gen
export DESIGN_NICKNAME = product_gen
export VERILOG_FILES = /design/flow/design.v
export SDC_FILE = /design/flow/constraint.sdc
export NUM_CORES = 4
export LEC_CHECK = 1
export CORE_UTILIZATION = 50
==> flow report <==
RUN STATUS
--------------------------------------------------------------------------------
Outcome                                                             finished, violations left
Failing checks                                                      setup timing

CTS
--------------------------------------------------------------------------------
Post-CTS setup buffers                                                         0
CTS H-tree depth                                                               6
Maximum clock insertion buffer count                                           4
Clock sink count                                                           5,857
Worst-path clk slew                                                        70 ps
Number of buffers added by the clock tree synthesis step                     544
Clock Latency Late Sink                                                   940 ps
Root Buffer Master                                                  sky130_fd_sc_hd__clkbuf_16
TritonCTS clock tree                                                        done

CRITICAL PATH
--------------------------------------------------------------------------------
Critical Path Start Type                                               flip-flop
Buffering stage count on the worst path with inverters included                1
Standard cell with the maximum stage delay on the critical path     sky130_fd_sc_hd__dfxtp_2
Data required time at the worst endpoint                                 1040 ps
Gate family responsible for the most delay along the worst path       flip-flops
Ordered cell list for the critical path                                    buf_2
Delay contributed by the slowest stage of the critical path               310 ps
CP Max Fanout                                                                  1
Arrival @ worst endpoint                                                 1360 ps
Endpoint class of the critical path                                 primary output
Crit Path Category                                                  flip-flop to primary output

FINAL LAYOUT
--------------------------------------------------------------------------------
Fin area                                                               0.173 mm²
Fraction of final layout cells with drive strength greater than 1         0.0823
Count of non-filler cells in the finished layout                          15,700
Layout Area Growth over Synthesis                                          16.3%

LOGIC SYNTHESIS
--------------------------------------------------------------------------------
Top-area cell type share of the netlist area                               0.787
Netlist cell types                                                            13
Main area contributors                                              sky130_fd_sc_hd__dfxtp_1 (79%), sky130_fd_sc_hd__fa_1 (11%), sky130_fd_sc_hd__inv_1 (7.9%)
Warnings from Yosys                                                            4
Synthesized area per cell                                               13.9 µm²
Top non-seq family                                                   adder cells
Area fraction in full adders, half adders and majority gates               0.108
Count of instantiated cells in the yosys netlist                          10,700
Synthesized-area fraction occupied by ao, oa, aoi and oai cells                0
And+or+nand+nor area frac                                                 0.0223
Multiplexer share of the synthesized area                                      0
Summed standard-cell area reported by yosys                            0.149 mm²
Cell type with the largest total area                               sky130_fd_sc_hd__dfxtp_1
Gate Count Post-Synth                                                     10,700
XORs/XNORs by Area                                                             0
Netlist area before placement                                          0.149 mm²
Portion of the post-synthesis area used by sequential elements             0.787
Flops & latches, synth                                                     5,857

ROUTING
--------------------------------------------------------------------------------
Post-DR vias/cell                                                           3.88
Number of DRC markers in iteration 0                                       1,748
Post-detailed-route wirelength per cell                                  9.72 µm
Post-route DRC                                                                 0
Total via count in the routed design                                      61,000
Number of iterations in the first detailed-routing pass                       26
Total routed wirelength                                                   153 mm
DRT antenna net count                                                          0

FINAL TIMING
--------------------------------------------------------------------------------
Remaining max-slew budget at the tightest pin                              0.839
Fin Clk Skew                                                             31.9 ps
Post-route worst setup slack                                             -320 ps
Final number of hold-violating endpoints                                       0
Cycle use final                                                             1.25
Highest attainable clock frequency                                     0.617 GHz
Shortest period the worst path allows                                    1620 ps
Hold Slack                                                                142 ps
Final-report max-slew violation count                                          0
Final setup violation count                                                   58
Worst slew pin tran                                                       240 ps
Setup repair after global routing missed its margin                          yes

GLOBAL ROUTING
--------------------------------------------------------------------------------
Global-route wire length before repair                                    278 mm
Via count of the first global-routing pass                                64,200
All-Layer GR Usage                                                         0.117
Pin count of the biggest net entering global routing                          30
Number of antenna violations at the first check in global routing              1
Overflow after GRT                                                             0

DIE
--------------------------------------------------------------------------------
Die Width                                                                 548 µm
Total die size                                                         0.300 mm²
Initial core utilization                                                   0.502
Die boundary height                                                       548 µm
Core Region                                                            0.297 mm²
Boundary pin count                                                           117
Placement row count                                                          200

POWER AND IR DROP
--------------------------------------------------------------------------------
Largest vdd supply drop                                                0.00164 V
P per Cell Area                                                      2450 mW/mm²
Static leakage power                                                     81.4 nW

PLACEMENT
--------------------------------------------------------------------------------
Dpl cells                                                                 14,700
Final RePlAce weighted congestion                                          0.750
Total placed instance area                                             0.155 mm²
Number of port buffers                                                       116
Detailed placer's ending HPWL                                            90.2 mm

RUN
--------------------------------------------------------------------------------
Maximum Capacitance Violations                                                 0
Tool warnings                                                                 29

MIN PATH
--------------------------------------------------------------------------------
Hold/Removal Path Class                                             input port to flip-flop

## cells in the final DEF, fill, tap and decap left out, types with 18 or more instances in the layout
cell type,netlist,layout
sky130_fd_sc_hd__bufinv_16,0,29
sky130_fd_sc_hd__clkbuf_16,0,550
sky130_fd_sc_hd__buf_12,0,29
sky130_fd_sc_hd__clkdlybuf4s50_1,0,58
sky130_fd_sc_hd__inv_6,0,18
sky130_fd_sc_hd__clkbuf_8,0,119
sky130_fd_sc_hd__nand2_1,783,783
sky130_fd_sc_hd__clkbuf_1,0,126
sky130_fd_sc_hd__clkinv_2,0,76
sky130_fd_sc_hd__buf_2,28,58
sky130_fd_sc_hd__inv_1,3132,3132
sky130_fd_sc_hd__dfxtp_1,5857,5846
sky130_fd_sc_hd__fa_1,783,783
sky130_fd_sc_hd__ha_1,29,29
sky130_fd_sc_hd__dlygate4sd3_1,0,29
sky130_fd_sc_hd__and2_1,42,42
## worst paths after layout
check                                           start                                             to  slack [ps]  depth (start not counted)
hold / removal                                   q[0]  r_first.block_inst[20].b_intermediate.FA.sum1         140                          3
setup / recovery                             sum1[23]                                       sum1[23]        -320                          1
hold reg to reg                             flip-flop             row_inst[7].r_intermediate.ppo1[6]         300                          0
setup reg to reg  row_inst[6].r_intermediate.mout1[5]                                      flip-flop         140                          3
## flip-flops by register name, indices dropped and copies added (netlist names), 28 cells and up
name                                                        cells
row_inst.r_intermediate.mout1                                 783
sum1                                                           58
row_inst.r_intermediate.block_inst.b_intermediate.mout1       729
row_inst.r_intermediate.block_inst.b_intermediate.ppo1        729
row_inst.r_intermediate.block_inst.b_intermediate.FA.cout1    729
r_last.ppo1                                                    29
row_inst.r_intermediate.ppo1                                  783
r_first.mout1                                                  29
row_inst.r_intermediate.block_inst.b_intermediate.cout1       729
row_inst.r_intermediate.block_inst.b_intermediate.FA.sum1     729
r_first.ppo1                                                   28
## tightest hold or removal path, cell delays in order
cell,delay [ps]
sky130_fd_sc_hd__clkdlybuf4s50_1,460
sky130_fd_sc_hd__buf_12,180
sky130_fd_sc_hd__and2_4,130
## layer usage
metal  vias up  share of wire  global-route usage
li1      31000              -                   -
met1     28900           0.41               0.157
met2       718           0.52               0.198
met3       423          0.048              0.0268
met4         0          0.031              0.0362
met5         -              0                   0
## report_power, final
part	switching (mW)	internal, mW
sequential	10.0	226
clock	63.2	91.4
combinational	20.1	13.2
total	93.4	331
## cell usage after synthesis
cell type                     n
sky130_fd_sc_hd__fa_1       783
sky130_fd_sc_hd__and2_2       9
sky130_fd_sc_hd__nand2_1    783
sky130_fd_sc_hd__ha_1        29
sky130_fd_sc_hd__buf_2       28
sky130_fd_sc_hd__clkbuf_2     1
sky130_fd_sc_hd__and2_1      42
sky130_fd_sc_hd__inv_1     3132
sky130_fd_sc_hd__buf_4       28
sky130_fd_sc_hd__buf_6       29
sky130_fd_sc_hd__dfxtp_1   5857
sky130_fd_sc_hd__buf_8        1
sky130_fd_sc_hd__and2_4       7
## what timing repair did
action,CTS,global route
endpoints found under the hold margin,58,0
pin swaps,0,0
endpoints found under the setup margin,58,58
hold buffers,29,0
resized,184,1
## metrics by stage
stage	setup slack, ps	power [mW]	setup TNS, ps	util
CTS	-456	432	-24070	0.584
detailed placement	-613	275	-640730	0.523
global placement	-648	274	-633950	0.523
finish	-320	424	-16960	0.584
floorplan	57.6	263	0	-
global route	-419	451	-22610	0.584
## cell families after synthesis
| kind of cell | count (synthesis) |
|---|---|
| adder cells (fa/ha/maj) | 812 |
| buffers and inverters | 3219 |
| flip-flops | 5857 |
| AND/OR/NAND/NOR | 841 |
## layout make-up
type                            count  area, µm²
Antenna cell                        1       2.50
Clock inverter                    176       2310
Tap cell                         3939       4930
Inverter                         3132      11800
Multi-Input combinational cell   1653      19400
Fill cell                       22000     123000
Timing Repair Buffer              186       1830
Sequential cell                  5857     117000
Clock buffer                      795      15900
No activity file was given, so power comes from the tool's default toggle rates.
